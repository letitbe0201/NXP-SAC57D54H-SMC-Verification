--- run.sh ---
#!/bin/bash
# OpenROAD 26Q1-2900-gdf79404cd8, Yosys 0.63+post, stock flow scripts
make -C /OpenROAD-flow-scripts/flow DESIGN_CONFIG=/design/flow/config.mk WORK_HOME=/design/flow/orfs finish
--- config.mk ---
export PLATFORM = sky130hd
export DESIGN_NAME = smc
export DESIGN_NICKNAME = smc
export VERILOG_FILES = /design/flow/design.v
export SDC_FILE = /design/flow/constraint.sdc
export NUM_CORES = 4
export LEC_CHECK = 1
export CORE_UTILIZATION = 40
--- constraint.sdc ---
current_design smc

set clk_period 3.0
set clk_io_pct 0.2

create_clock -name clk0 -period $clk_period [get_ports {QCLK}]

set non_clock_inputs [all_inputs -no_clocks]
set_input_delay [expr $clk_period * $clk_io_pct] -clock clk0 $non_clock_inputs
set_output_delay [expr $clk_period * $clk_io_pct] -clock clk0 [all_outputs]
--- design.v ---
module smc(
  input QCLK, QRESET, QWRITE, QSEL,
  input [6:0] QADDR,  
  input [15:0] QDATAIN,
  output [15:0] QDATAOUT,
  output [11:0] MNM, MNP); 
  reg [15:0] mcper, mcper_d;	 
  reg [7:0] mcctl1, mcctl1_d;	 
  reg [7:0] mcctl0, mcctl0_d;	 
  reg [7:0] mccc3, mccc3_d;	 
  reg [7:0] mccc2, mccc2_d;	 
  reg [7:0] mccc1, mccc1_d;	 
  reg [7:0] mccc0, mccc0_d;	 
  reg [7:0] mccc7, mccc7_d;	 
  reg [7:0] mccc6, mccc6_d;	 
  reg [7:0] mccc5, mccc5_d;	 
  reg [7:0] mccc4, mccc4_d;	 
  reg [7:0] mccc11, mccc11_d;	 
  reg [7:0] mccc10, mccc10_d;	 
  reg [7:0] mccc9, mccc9_d;	 
  reg [7:0] mccc8, mccc8_d;	 
  reg [15:0] mcdc1, mcdc1_d;	 
  reg [15:0] mcdc0, mcdc0_d;	 
  reg [15:0] mcdc3, mcdc3_d;	 
  reg [15:0] mcdc2, mcdc2_d;	 
  reg [15:0] mcdc5, mcdc5_d;	 
  reg [15:0] mcdc4, mcdc4_d;	 
  reg [15:0] mcdc7, mcdc7_d;	 
  reg [15:0] mcdc6, mcdc6_d;	 
  reg [15:0] mcdc9, mcdc9_d;	 
  reg [15:0] mcdc8, mcdc8_d;	 
  reg [15:0] mcdc11, mcdc11_d;	 
  reg [15:0] mcdc10, mcdc10_d;	 
  reg [15:0] dataout, dataout_d; 
  assign QDATAOUT = dataout;
  always @ (*) begin
    mcper_d	= mcper;
    mcctl1_d	= mcctl1;	
    mcctl0_d	= mcctl0;	
    mccc3_d	= mccc3;	
    mccc2_d	= mccc2;	
    mccc1_d	= mccc1;	
    mccc0_d	= mccc0;	
    mccc7_d	= mccc7;	
    mccc6_d	= mccc6;	
    mccc5_d	= mccc5;	
    mccc4_d	= mccc4;	
    mccc11_d	= mccc11;	
    mccc10_d	= mccc10;	
    mccc9_d	= mccc9;	
    mccc8_d	= mccc8;	
    mcdc1_d	= mcdc1;
    mcdc0_d	= mcdc0;
    mcdc3_d	= mcdc3;
    mcdc2_d	= mcdc2;
    mcdc5_d	= mcdc5;
    mcdc4_d	= mcdc4;
    mcdc7_d	= mcdc7;
    mcdc6_d	= mcdc6;
    mcdc9_d	= mcdc9;
    mcdc8_d	= mcdc8;
    mcdc11_d	= mcdc11;	
    mcdc10_d	= mcdc10;	
    dataout_d	= dataout;	
    if (QSEL && QWRITE) begin
      case (QADDR)
        7'h0	: mcper_d 	= QDATAIN;
        7'h2	: mcctl1_d	= QDATAIN;
        7'h3	: mcctl0_d	= QDATAIN;
        7'h10	: mccc3_d 	= QDATAIN;
        7'h11	: mccc2_d 	= QDATAIN;
        7'h12	: mccc1_d 	= QDATAIN;
        7'h13	: mccc0_d 	= QDATAIN;
        7'h14	: mccc7_d 	= QDATAIN;
        7'h15	: mccc6_d 	= QDATAIN;
        7'h16	: mccc5_d 	= QDATAIN;
        7'h17	: mccc4_d 	= QDATAIN;
        7'h18	: mccc11_d	= QDATAIN;
        7'h19	: mccc10_d	= QDATAIN;
        7'h1A	: mccc9_d 	= QDATAIN;
        7'h1B	: mccc8_d 	= QDATAIN;
        7'h20	: mcdc1_d 	= QDATAIN;
        7'h22	: mcdc0_d 	= QDATAIN;
        7'h24	: mcdc3_d 	= QDATAIN;
        7'h26	: mcdc2_d 	= QDATAIN;
        7'h28	: mcdc5_d 	= QDATAIN;
        7'h2A	: mcdc4_d 	= QDATAIN;
        7'h2C	: mcdc7_d 	= QDATAIN;
        7'h2E	: mcdc6_d 	= QDATAIN;
        7'h30	: mcdc9_d 	= QDATAIN;
        7'h32	: mcdc8_d 	= QDATAIN;
        7'h34	: mcdc11_d	= QDATAIN;
        7'h36	: mcdc10_d	= QDATAIN;
      endcase
    end
    if (QSEL && !QWRITE)begin
      case (QADDR)
        7'h0	: dataout_d	= mcper;
        7'h2	: dataout_d	= mcctl1;
        7'h3	: dataout_d	= mcctl0;
        7'h10	: dataout_d	= mccc3;
        7'h11	: dataout_d	= mccc2;
        7'h12	: dataout_d	= mccc1;
        7'h13	: dataout_d	= mccc0;
        7'h14	: dataout_d	= mccc7;
        7'h15	: dataout_d	= mccc6;
        7'h16	: dataout_d	= mccc5;
        7'h17	: dataout_d	= mccc4;
        7'h18	: dataout_d	= mccc11;
        7'h19	: dataout_d	= mccc10;
        7'h1A	: dataout_d	= mccc9;
        7'h1B	: dataout_d	= mccc8;
        7'h20	: dataout_d	= mcdc1;
        7'h22	: dataout_d	= mcdc0;
        7'h24	: dataout_d	= mcdc3;
        7'h26	: dataout_d	= mcdc2;
        7'h28	: dataout_d	= mcdc5;
        7'h2A	: dataout_d	= mcdc4;
        7'h2C	: dataout_d	= mcdc7;
        7'h2E	: dataout_d	= mcdc6;
        7'h30	: dataout_d	= mcdc9;
        7'h32	: dataout_d	= mcdc8;
        7'h34	: dataout_d	= mcdc11;
        7'h36	: dataout_d	= mcdc10;
      endcase
    end
  end
  always @ (posedge QCLK or posedge QRESET) begin
    if (QRESET) begin      
      mcper	<= 0;
      mcctl1	<= 0;
      mcctl0	<= 0;
      mccc3 	<= 0;
      mccc2 	<= 0;
      mccc1 	<= 0;
      mccc0 	<= 0;
      mccc7 	<= 0;
      mccc6 	<= 0;
      mccc5 	<= 0;
      mccc4 	<= 0;
      mccc11	<= 0;
      mccc10	<= 0;
      mccc9 	<= 0;
      mccc8 	<= 0;
      mcdc1	<= 0;
      mcdc0	<= 0;
      mcdc3	<= 0;
      mcdc2	<= 0;
      mcdc5	<= 0;
      mcdc4	<= 0;
      mcdc7	<= 0;
      mcdc6	<= 0;
      mcdc9	<= 0;
      mcdc8	<= 0;
      mcdc11	<= 0;
      mcdc10	<= 0;
      dataout	<= 0;
    end
    else begin
      mcper	<= #1 mcper_d;
      mcctl1	<= #1 mcctl1_d;
      mcctl0	<= #1 mcctl0_d;
      mccc3	<= #1 mccc3_d;
      mccc2	<= #1 mccc2_d;
      mccc1	<= #1 mccc1_d;
      mccc0	<= #1 mccc0_d;
      mccc7	<= #1 mccc7_d;
      mccc6	<= #1 mccc6_d;
      mccc5	<= #1 mccc5_d;
      mccc4	<= #1 mccc4_d;
      mccc11	<= #1 mccc11_d;
      mccc10	<= #1 mccc10_d;
      mccc9	<= #1 mccc9_d;
      mccc8	<= #1 mccc8_d;
      mcdc1	<= #1 mcdc1_d;
      mcdc0	<= #1 mcdc0_d;
      mcdc3	<= #1 mcdc3_d;
      mcdc2	<= #1 mcdc2_d;
      mcdc5	<= #1 mcdc5_d;
      mcdc4	<= #1 mcdc4_d;
      mcdc7	<= #1 mcdc7_d;
      mcdc6	<= #1 mcdc6_d;
      mcdc9	<= #1 mcdc9_d;
      mcdc8	<= #1 mcdc8_d;
      mcdc11	<= #1 mcdc11_d;
      mcdc10	<= #1 mcdc10_d;
      dataout	<= #1 dataout_d;
    end
  end
endmodule
==> qor.csv <==
metric;value;unit
status;completed;
period_used_share;93.3;%
numCtsBuffers;40;
postCtsHoldBufs;0;
timing.final.crit_period;2.80;ns
cts_max_level;2;
ff_type;dfrtp_1;
gp_congestion;1.00;
grt_overflow;0;
drcViolationCount;0;
io_pins;67;
critPathSlowestCell;a2111oi_2;
io_buffers;42;
worstPathRequired;3.41;ns
ys_types;96;
grt_pass1_vias;12100;
post_cts_resized;0;
drt_wl_total;58.1;mm
maxSlewViolCount;0;
ys_cells;1284;
rows;74;
routedWlPerCell;29.3;µm
vias;11600;
insertion_delay;0.58;ns
postSynth.asyncResetShare;100;%
syn2layout_area_growth;18.8;%
rsz0062_at_grt;false;
cts_setup_buffers;0;
antenna_found_initial;0;
firstDrtPassIters;18;
syn_area;16800;µm²
mostFrequentLayoutCells;dfrtp_1, mux2_2, buf_4;
drt_iter0_markers;823;
finalPower;0.0109;W
synth_warnings;25;
fp_util;40.9;%
edf_count;0;
ir_drop;0.345;mV
die-area;42900;µm²
cap_violations;0;
via_per_inst;5.87;
detailed_place_hpwl;40.8;mm
cp-end-kind;flip-flop;
slew_headroom;44.1;%
path_cells;clkdlybuf4s50_1, buf_12, and2b_1, buf_4, a22oi_1, o21ai_0, a2111oi_2, a32oi_1;
synth_chip_area;16800;µm²
synth.avg_cell_area;13.1;µm²
grt_max_degree;124;
dp_cells;1912;
skew;0.0256;ns
ys_ff;336;
lay_top_count;dfrtp_1;
clkTransAtPathRegs;0.06;ns
fp.dieW;207;µm
cts_tree;built;
drive_above_1_share;41.7;%
path_max_fanout;20;
startpoint_type;input port;
syn_inst;1284;
grt_pass1_wl;86.1;mm
globalRouteTotalUtil;28.9;%
path_class;in -> reg;
setup_viol;0;
clock-sinks;336;
yosys.area.top_type;dfrtp_1;
synth_seq_share;50.0;%
hold_viol;0;
p_per_area;547;nW/µm²
core;41100;µm²
placed_area;18700;µm²
crit_path_max_incr_delay;0.57;ns
cts-root-buf;clkbuf_16;
topCellsByArea;dfrtp_1, mux2_2, mux2i_1, buf_4, mux2_1;
stdcell_area;20000;µm²
fp.dieH;207;µm
hp-class;reg -> reg;
crit_arrival;3.21;ns
warning_count;30;
stdcell_count;1982;
antenna_cells;0;
timing.fmax;357;MHz
worst_pin_slew;0.817;ns
leakage;9.37;nW
yosysTopAreaCellShare;50.0;%
antenna_left;0;
clock_path_buffers;3;
-- critical path, delay by kind of cell --
| kind | cells | cell delay [ns] |
|---|---|---|
| AOI/OAI and AO/OA | 4 | 1.26 |
| buffers and inverters | 3 | 0.94 |
| and+or+nand+nor | 1 | 0.39 |
-- cell families (layout without fill, tap and decap cells) --
kind of cell | after synthesis | in the layout | synth area share [%]
AOI/OAI and AO/OA | 180 | 180 | 8.59
buffers and inverters | 148 | 291 | 5.45
DFF | 336 | 336 | 50.0
muxes | 393 | 393 | 26.2
other | 1 | 24 | 0.0223
and+or+nand+nor | 226 | 226 | 9.77
-- per-layer routing --
| metal | global-route usage (%) | part of all wire, % |
|---|---|---|
| met1 | 44.5 | 45 |
| met2 | 41.8 | 44 |
| met3 | 7.74 | 7.6 |
| met4 | 7.44 | 3.3 |
| met5 | 0 | 0 |
-- stage by stage --
step | utilization, % | hold slack [ns] | worst slack [ns] | setup TNS, ns
final | 48.6 | 0.486 | 0.202 | 0
after global routing | 48.6 | 0.508 | 0.0871 | 0
after CTS | 48.6 | 0.489 | 0.102 | 0
after detailed placement | 45.4 | 0.476 | -0.450 | -1.29
after global placement | 45.4 | 0.464 | -0.436 | -1.43
after floorplan | - | 0.452 | -2.09 | -702.44
-- cell usage after synthesis (all sizes together), types with 6 or more instances --
| cell type | instances |
|---|---|
| nand2 | 42 |
| mux2 | 344 |
| o211ai | 12 |
| and2 | 8 |
| nand3 | 53 |
| o22ai | 10 |
| nor3 | 12 |
| a21oi | 14 |
| inv | 20 |
| nor2 | 26 |
| o2111ai | 10 |
| a22oi | 26 |
| a32oi | 19 |
| a2111oi | 6 |
| a221oi | 6 |
| nor2b | 16 |
| a22o | 9 |
| o21ai | 17 |
| clkbuf | 28 |
| mux2i | 49 |
| nor4 | 7 |
| a32o | 7 |
| nand4 | 6 |
| nand3b | 7 |
| o31ai | 6 |
| dfrtp | 336 |
| nor4b | 8 |
| buf | 100 |
-- area by class of cell --
| type | instances | area, µm² |
|---|---|---|
| fill | 3637 | 21100 |
| sequential | 336 | 8410 |
| multi-input combinational | 823 | 7580 |
| timing repair buffer | 201 | 1940 |
| clock buffer | 58 | 1200 |
| tap | 532 | 666 |
| clock inverter | 12 | 106 |
| inverter | 20 | 78.8 |
-- power by group --
group	switching (W)	internal [W]	total (W)
Clock	0.00197	0.00286	0.00483
Combinational	0.000627	0.000522	0.00115
Sequential	0.000157	0.00479	0.00495
-- path summary, 6_finish.rpt --
kind / from / to / slack, ns / depth (start not counted)
setup / recovery: QADDR[5] / dataout[1] / 0.20 / 8
hold / removal: mcdc7[8] / mcdc7[8] / 0.49 / 1
setup reg to reg: mcdc9[1] / dataout[1] / 0.84 / 6
hold reg to reg: mcdc7[8] / mcdc7[8] / 0.49 / 1
max in group asynchronous: QRESET / mcper[11] / 1.78 / 3
min in group asynchronous: QRESET / mccc2[4] / 0.57 / 3
No activity file was given, so power comes from the tool's default toggle rates.
